===== /design/flow/design.v =====
module register_structure (
	gate_sr1,
	dr_select, sr1_select, sr2_select,
	dr_we,
	sr1, sr2,
	MEM_BUS, clk
);
input clk;
input gate_sr1;
input dr_we;
input [2:0] dr_select, sr1_select, sr2_select;
input [31:0] MEM_BUS; 
output [31:0] sr1, sr2;
wire [2:0] dr_select;
bus_gate sr1_gate(gate_sr1, sr1, MEM_BUS);
regfile8x32 regfile(MEM_BUS, sr1_select, sr2_select, 1'b1, 1'b1, dr_select, dr_we, sr1, sr2, clk);	
endmodule
module agex_datapath (clk, modrm, disp32, imm32,
eip_adder_mux_s, eip_in_mux_s, gate_eip,
en_eip,
sr1, sr2,
gate_addr_gen,
alu_shf_mux_s, sr1_mux_s, sr2_mux_s, aluk,
en_alu_shf,
gate_alu,
gate_sr2,
MEM_BUS
);
input clk;
inout [31:0] MEM_BUS;
input [7:0] modrm;
wire [1:0] mod;
wire [2:0] opcode_reg, rm;
assign mod = modrm[7:6];
assign opcode_reg = modrm[5:3];
assign rm = modrm[2:0];
input [31:0] disp32;
wire [7:0] disp8;
wire [31:0] disp8_sext;
assign disp8 = disp32[31:24];
sext_8 sext_disp8(disp8, disp8_sext);
input [31:0] imm32;
wire [7:0] imm8;
wire [31:0] imm8_sext;
assign imm8 = imm32[31:24];
sext_8 sext_imm8(imm8, imm8_sext);
input [31:0] sr1, sr2;
input [1:0] eip_adder_mux_s, eip_in_mux_s;
input gate_eip;
wire eip_adder_mux_s0, eip_adder_mux_s1, eip_in_mux_s0, eip_in_mux_s1;
assign eip_adder_mux_s0 = eip_adder_mux_s[0];
assign eip_adder_mux_s1 = eip_adder_mux_s[1];
assign eip_in_mux_s0 = eip_in_mux_s[0];
assign eip_in_mux_s1 = eip_in_mux_s[1];
input en_eip;
wire [31:0] eip_d, eip_dbar;
wire [31:0] eip_in, eip_disp_cal, eip_disp_ret;
mux4_32 eip_adder_mux (eip_disp_cal, 'b1, 'b1, disp8_sext, disp32, eip_adder_mux_s0, eip_adder_mux_s1);
mux4_32 eip_in_mux (eip_in, eip_disp_ret, sr1, imm32, MEM_BUS, eip_in_mux_s0, eip_in_mux_s1);
adder_32 eip_disp_adder (eip_disp_ret, eip_disp_cal, eip_d);
reg32e$ EIP (clk, eip_in, eip_d, eip_dbar, en_eip, en_eip, en_eip);
bus_gate eip_gate (gate_eip, eip_d, MEM_BUS);
input gate_addr_gen;
wire [31:0] gen_addr_out;
bus_gate address_gen_gate(gate_addr_gen, gen_addr_out, MEM_BUS);
address_gen address_generation(sr1, disp8_sext, disp32, mod, opcode_reg, rm, gen_addr_out);
input [1:0] alu_shf_mux_s, sr2_mux_s, aluk;
input sr1_mux_s;
wire alu_shf_mux_s0, alu_shf_mux_s1, sr2_mux_s0, sr2_mux_s1;
assign alu_shf_mux_s0 = alu_shf_mux_s[0];
assign alu_shf_mux_s1 = alu_shf_mux_s[1];
assign sr2_mux_s0 = sr2_mux_s[0];
assign sr2_mux_s1 = sr2_mux_s[1];
input en_alu_shf;
reg [31:0] alu_reg;
wire [31:0] alu_shf_in, alu_shf_d, alu_shf_dbar;
assign alu_shf_d = alu_reg;
assign alu_shf_dbar = ~alu_reg;
mux4_32 alu_shf_mux (alu_shf_in, 'b0, 'b1, sr2, MEM_BUS, alu_shf_mux_s0, alu_shf_mux_s1);
always @(posedge clk) begin
	if (en_alu_shf) begin
		alu_reg <= alu_shf_in;
	end
end
input gate_alu;
wire [31:0] left_in_alu, right_in_alu, alu_out;
input gate_sr2;
bus_gate sr2_gate(gate_sr2, left_in_alu, MEM_BUS);
mux2_32 sr1_mux (right_in_alu, sr1, alu_shf_d, sr1_mux_s);
mux4_32 sr2_mux (left_in_alu, sr2, imm8_sext, imm32, alu_shf_d, sr2_mux_s0, sr2_mux_s1);
ALU_SHF alu_shf_unit (aluk, right_in_alu, left_in_alu, alu_out);
bus_gate alu_gate(gate_alu, alu_out, MEM_BUS);
endmodule
module regfile8x32 (IN0, R1, R2, RE1, RE2, W, WE, OUT1, OUT2, CLOCK);
input [31:0] IN0;            
input [2:0] R1, R2, W;      
input RE1, RE2, WE;          
output [31:0] OUT1, OUT2;    
input CLOCK;
regfile8x8$ low(IN0[7:0], R1, R2, RE1, RE2, W, WE, OUT1[7:0], OUT2[7:0], CLOCK);
regfile8x8$ high(IN0[15:8], R1, R2, RE1, RE2, W, WE, OUT1[15:8], OUT2[15:8], CLOCK);
regfile8x8$ e_low(IN0[23:16], R1, R2, RE1, RE2, W, WE, OUT1[23:16], OUT2[23:16], CLOCK);
regfile8x8$ e_high(IN0[31:24], R1, R2, RE1, RE2, W, WE, OUT1[31:24], OUT2[31:24], CLOCK);    
endmodule
module sext_8(in, out);
input [7:0] in;
output [31:0] out;
wire [31:0] temp_out;
assign temp_out[7:0] = in;
assign out = temp_out;
wire sign_bit;
assign sign_bit = in[7];
genvar i;
generate
    for (i = 31; i > 7; i = i - 1) begin : sign_extension
        assign temp_out[i] = sign_bit;
    end
endgenerate
endmodule
module address_gen (sr1, disp8_sext, disp32, mod, opcode_reg, rm, address_out);
input [31:0] sr1, disp8_sext, disp32;
output [31:0] address_out;
input [1:0] mod;
input [2:0] opcode_reg, rm;
wire [31:0] left_temp, left_in, right_in;
wire l0_select, l1_select, r_select;
effective_address_LUT select_LUT(mod, opcode_reg, rm, l0_select, l1_select, r_select);
mux2_32 left_in_mux0(left_temp, disp8_sext, disp32, l0_select);
mux2_32 left_in_mux1(left_in, 'b0, left_temp, l1_select);
mux2_32 right_in_mux(right_in, 'b0, sr1, r_select);
adder_32 address_adder(address_out, left_in, right_in);
endmodule
module adder_32 (out, src1, src2);
input [31:0] src1, src2;
output [31:0] out;
reg [31:0] out_temp;
assign out = out_temp;
always @(src1, src2)
    out_temp = src1 + src2;
endmodule
module effective_address_LUT (mod, opcode_reg, rm, l0, l1, r);
input [1:0] mod;
input [2:0] opcode_reg, rm;
reg l0_temp, l1_temp, r_temp;
assign l0 = l0_temp;
assign l1 = l1_temp;
assign r = r_temp;
output l0, l1, r;
always @(mod, opcode_reg, rm) begin
	if (mod == 'b00) begin
		if (rm == 'b101) begin
			l0_temp <= 'b1;
			l1_temp <= 'b1;
			r_temp <= 'b0;
		end else begin
			l0_temp <= 'b0;
			l1_temp <= 'b0;
			r_temp <= 'b1;
		end
	end else begin
			l1_temp <= 'b1;
			r_temp <= 'b1;
		if (mod == 'b01)
			l0_temp <= 'b0;
		else
			l0_temp <= 'b1;
	end
end
endmodule
module mux2_32 (out, in0, in1, s);
input [31:0] in0, in1;
input s;
output [31:0] out;
mux2_16$ low(out[15:0], in0[15:0], in1[15:0], s);
mux2_16$ high(out[31:16], in0[31:16], in1[31:16], s);
endmodule
module mux4_32 (out, in0, in1, in2, in3, s0, s1);
input [31:0] in0, in1, in2, in3;
input s0, s1;
output [31:0] out;
mux4_16$ low(out[15:0], in0[15:0], in1[15:0], in2[15:0], in3[15:0], s0, s1);
mux4_16$ high(out[31:16], in0[31:16], in1[31:16], in2[31:16], in3[31:16], s0, s1);
endmodule
module bus_gate (enable, d, out);
input enable;
input [31:0] d;
output [31:0] out;
wire enbar;
inv1$ inv_enable (enbar, enable);
tristate_bus_driver16$ low(enbar, d[15:0], out[15:0]);
tristate_bus_driver16$ high(enbar, d[31:16], out[31:16]);
endmodule
module ALU_SHF (control, sr1, sr2, out);
	input [1:0] control;
	input [31:0] sr1, sr2;
	output reg [31:0] out;
	always @(control, sr1, sr2) begin
		case (control)
			2'b00: out <= sr1 + sr2;
			2'b01: out <= sr1 | sr2;
			2'b11: out <= sr1 >> sr2;
			default: out <= sr1;
		endcase
	end
endmodule

===== /design/flow/constraint.sdc =====
current_design adder_32

set clk_period 14.5
set clk_io_pct 0.2

create_clock -name clk0 -period $clk_period

set non_clock_inputs [all_inputs -no_clocks]
set_input_delay [expr $clk_period * $clk_io_pct] -clock clk0 $non_clock_inputs
set_output_delay [expr $clk_period * $clk_io_pct] -clock clk0 [all_outputs]

===== /design/flow/config.mk =====
export PLATFORM = sky130hd
export DESIGN_NAME = adder_32
export DESIGN_NICKNAME = adder_32
export VERILOG_FILES = /design/flow/design.v
export SDC_FILE = /design/flow/constraint.sdc
export NUM_CORES = 4
export LEC_CHECK = 1
export CORE_AREA = 10 10 85 85
export DIE_AREA = 0 0 95 95

===== /design/flow/run.sh =====
#!/bin/bash
# OpenROAD 26Q1-2900-gdf79404cd8, Yosys 0.63+post, stock flow scripts
make -C /OpenROAD-flow-scripts/flow DESIGN_CONFIG=/design/flow/config.mk WORK_HOME=/design/flow/orfs finish

==> impl_metrics.tcl <==
# collected from the flow reports
set metrics [dict create \
    status "finished, final reports clean" \
    fmax_ghz 0.1143 \
    arrival_ns 5.85 \
    period_minus_slack_ns 8.747 \
    clkbuf_count 0 \
    worstPathRequired_ns 11.60 \
    synthesis.area_um2 1744 \
    hpwlAfterDp_mm 5.140 \
    die_area_um2 9025 \
    fp-utilization 0.3187 \
    grt_use_met3 0.02804 \
    drv_slew 0 \
    period_used_share 0.6032 \
    die_w_um 95 \
    drc 0 \
    ctsHoldBuffers 0 \
    power_frac_clock 0 \
    yosys-stat-cells 241 \
    synth_seq_share 0 \
    slowest_stage "clkdlybuf4s50_1" \
    vias 2047 \
    gp_congestion 0.8880 \
    logic_area_um2 1678 \
    maxCapViolations 0 \
    ios 96 \
    port_buffers 96 \
    timing.critical_path.mode_cell "clkdlybuf4s50_1" \
    drt_iter0_drc 68 \
    area_growth_pct 57.75 \
    crit_buf_inv 2 \
    drive_gt1_frac 0.03067 \
    final_cell_mix "clkdlybuf4s50_1, ha_1, a21oi_1" \
    cts_setup_buffers 0 \
    first_global_vias 2067 \
    wl_per_cell_um 14.64 \
    finalPower_uw 132.7 \
    antenna_found_initial 0 \
    ir_worst_vdd_v 0.00002190 \
    critPathKind "in2out" \
    routed_wl_mm 5.826 \
    tightestPinTransition_ns 0.5703 \
    instances_no_fill 398 \
    overflow 0 \
    switching_share 0.3956 \
    crit_family "AND-OR/OR-AND gates" \
    seqPwrFrac 0 \
    viasPerCell 5.143 \
    setup_viol 0 \
    worstHoldPathType "in2out" \
    design_area_um2 2751 \
    met2_usage 0.2094 \
    dpl.cell_count 398 \
    grt_use_met1 0.1771 \
    grt.total_usage 0.1273 \
    rsz0062_at_grt "false" \
    core_area_um2 5473 \
    power_frac_comb 1.000 \
    placementRows 27 \
    cp-end-kind "output pin" \
    grt_max_degree 11 \
    seq_cell_count 0 \
    setup_tns_ns 0 \
    ys_chip_area_um2 1744 \
    crit_fanout 4 \
    insertedDiodeCount 0 \
    yosysWarningCount 1 \
    dieHeight_um 95 \
    hold_viol_final 0 \
    regArea_um2 0 \
    fill_cells 588 \
    openroad.warnings 32 \
    place_area_um2 2751 \
    grt-busiest-layer "met2" \
    grt_pass1_wl_mm 9.742 \
    max_stage_delay_ns 0.50 \
    drtAntennaViolNets 0 \
    power.switching_uw 52.51 \
    cts_resized 0 \
    final_common_cell "clkdlybuf4s50_1" \
    synthDistinctLibCells 50 \
    p_per_area_nw_per_um2 48.24 \
    critPathLaunchType "primary input" \
    leakagePower_uw 0.001176 \
    path_cells "clkdlybuf4s50_1, ha_1, fa_1, a21o_1, a31o_2, nand3_1, o221ai_1, a311oi_1, o21bai_1, xor2_1, clkdlybuf4s50_1" \
    drtPass1Iterations 4 \
    worst_slew_margin_rel 0.6099 \
    hold_slack_ns 6.832 \
    syn_avg_cell_area_um2 7.237 \
    syn_inst 241 \
    intPower_uw 80.23 \
]
[cell usage after synthesis (4+ instances only)]
master | number | area [um^2]
o21ai_0 | 13 | 65.06
nor2_1 | 12 | 45.04
nand4_1 | 8 | 50.05
xnor2_1 | 13 | 113.9
nand2_1 | 18 | 67.56
clkbuf_1 | 8 | 30.03
a21o_1 | 19 | 142.6
a21oi_1 | 29 | 145.1
nor3_1 | 4 | 20.02
xor2_1 | 15 | 131.4
nand3_1 | 10 | 50.05
ha_1 | 31 | 387.9
o21bai_1 | 4 | 30.03
inv_1 | 6 | 22.52
[routing by layer]
metal / wire length [um] / part of all wire / vias up
li1: - / - / 1093
met1: 2881 / 0.49 / 898
met2: 2502 / 0.43 / 56
met3: 443 / 0.076 / 0
met4: 0 / 0 / 0
met5: 0 / 0 / -
[kinds of logic after synthesis]
kind of cell    after synthesis  synth area share
simple gates                 65            0.1829
mux                           2           0.01148
xor+xnor                     28            0.1406
fa+ha+maj                    32            0.2339
buf+inv                      17           0.03802
compound gates               97            0.3931
[through the flow]
stage	setup WS, ns	utilization
final	5.753	0.5027
after global routing	5.497	0.5027
after CTS	5.746	0.5027
after detailed placement	5.759	0.5027
after global placement	5.796	0.5027
after floorplan	6.875	-
[worst paths after layout]
check | to | cells past startpoint | slack (ns) | start
min | out[0] | 3 | 6.83 | src2[0]
max | out[26] | 11 | 5.75 | src1[0]
[power by group through the flow]
stage	clock network, uW	logic [uW]	registers (uW)
after global routing	0	149	0
after CTS	0	135	0
final	0	133	0
[final cells by class]
class | instances | share of cell area
well taps | 72 | 0.03274
repair buffers | 96 | 0.3492
inverters | 6 | 0.008186
multi-input cells | 224 | 0.6098
